==> design.v <==
`timescale 1ns / 1ps
module myalu#( parameter NUMBITS = 16 ) (
    input wire clk, 
    input wire reset ,  
    input  wire[NUMBITS-1:0] A, 
    input  wire[NUMBITS-1:0] B, 
    input wire [2:0]opcode, 
    output reg [NUMBITS-1:0] result,  
    output reg carryout ,
    output reg overflow , 
    output reg zero  );
		reg [NUMBITS:0] t;
	 always @ (posedge clk)begin 
			case(opcode)
				3'b000:  
				begin
					t = A + B;
					result <= t[NUMBITS - 1: 0];
					carryout <= t[NUMBITS];
					overflow <= 0;
					zero <= (!t[NUMBITS -1:0])? 1 : 0;
				end
				3'b001:  
				begin
					t = A + B;
					result <= t[NUMBITS - 1: 0];
					carryout <= t[NUMBITS];
					overflow <= 0;
					zero <= (!t[NUMBITS -1: 0])? 1 : 0;
					if ((A[NUMBITS-1] & B[NUMBITS -1] & !t[NUMBITS -1]) | 
					(!A[NUMBITS -1] & !B[NUMBITS -1] & t[NUMBITS - 1])) begin
					overflow <= 1;
					end else begin
					overflow <= 0;
					end
				end
				3'b010:  
				begin
					t = A - B;
					result <= t[NUMBITS - 1: 0];
					carryout <= t[NUMBITS];
					overflow <= 0;
					zero <= (!t[NUMBITS -1:0])? 1 : 0;
				end
				3'b011:  
				begin
					t = A - B;
					result <= t[NUMBITS - 1: 0];
					carryout <= t[NUMBITS];
					if ((A[NUMBITS-1] & !B[NUMBITS -1] & !t[NUMBITS -1]) | 
					(!A[NUMBITS -1] & B[NUMBITS -1] & t[NUMBITS - 1])) begin
					overflow <= 1;
					end else begin
					overflow <= 0;
					end
					zero <= (!t[NUMBITS -1:0])? 1 : 0;
				end
				3'b100:  
				begin
					t = A & B;
					result <= t[NUMBITS - 1: 0];
					carryout <= 0;
					overflow <= 0;
					zero <= (!t[NUMBITS -1:0])? 1 : 0;
				end
				3'b101:   
				begin
					t = A | B;
					result <= t[NUMBITS - 1: 0];
					carryout <= 0;
					overflow <= 0;
					zero <= (!t[NUMBITS -1:0])? 1 : 0;
				end
				3'b110:  
				begin
					t = A ^ B;
					result <= t[NUMBITS - 1: 0];
					carryout <= 0;
					overflow <= 0;
					zero <= (!t[NUMBITS -1:0])? 1 : 0;
				end
				3'b111: begin
					t = A >> 1;
					result <= t[NUMBITS - 1: 0];
					carryout <= 0;
					overflow <= 0;
					zero <= (!t[NUMBITS -1:0])? 1 : 0;
				end
			endcase
			end  
endmodule
==> run.sh <==
#!/bin/bash
# OpenROAD 26Q1-2900-gdf79404cd8, Yosys 0.63+post, stock flow scripts
make -C /OpenROAD-flow-scripts/flow DESIGN_CONFIG=/design/flow/config.mk WORK_HOME=/design/flow/orfs finish
==> config.mk <==
export PLATFORM = sky130hd
export DESIGN_NAME = myalu
export DESIGN_NICKNAME = myalu
export VERILOG_FILES = /design/flow/design.v
export SDC_FILE = /design/flow/constraint.sdc
export NUM_CORES = 4
export LEC_CHECK = 1
export CORE_UTILIZATION = 30
==> constraint.sdc <==
current_design myalu

set clk_period 15.3
set clk_io_pct 0.2

create_clock -name clk0 -period $clk_period [get_ports {clk}]

set non_clock_inputs [all_inputs -no_clocks]
set_input_delay [expr $clk_period * $clk_io_pct] -clock clk0 $non_clock_inputs
set_output_delay [expr $clk_period * $clk_io_pct] -clock clk0 [all_outputs]
==> results.toml <==
# flow metrics
[timing]
hold_viol_final = 0
rsz0062_at_grt = "false"
relSlewSlack_pct = 46.0
fmax_mhz = 165
setup_violations = 0
fin_ws_ns = 9.24
setup_tns_ns = 0
min_period_ns = 6.06
tightest_slew_ns = 0.804
fin_crit_sh_pct = 39.6
slew_violations = 0

[setup_path]
startpoint = "A[5]"
start_kind = "primary input"
path_max_fanout = 10
critical_path.endpoint_type = "register"
worstPathArrival_ns = 6.24
critical_path_class = "primary input to register"
cp.required_ns = 15.48

[placed_design]
dp_hpwl_mm = 8.87
place_congestion = 0.953
io_buffers = 54
dp_slack_ns = 8.99

[clock_network]
ctsResizeCount = 0
post-cts-setup-buffers = 0
clock_path_buffers = 2
cts_inserted_buffers = 3
root_buffer = "clkbuf_16"
cts_tree = "done"
cts_max_level = 1
clock-sinks = 19
postCtsHoldBufs = 0
cts.reportedPaths.clkPinSlew_ns = 0.06

[floorplan]
chipArea_mm2 = 0.0120
fp.dieH_um = 109
coreArea_mm2 = 0.0110
die_width_um = 109
io_pins = 56
rows = 38
fp_util_pct = 31.4

[run]
cap_violations = 0
openroad.warnings = 59

[pwr]
leakage_nw = 1.75
ir_worst_vdd_v = 0.0000553
p_sw_share_pct = 39.6
switchingPower_uw = 107
pwr-share-comb_pct = 55.9
p_seq_share_pct = 22.0
pwr-share-clk_pct = 22.1
power_density_mw_per_mm2 = 65.0
p_int_uw = 163

[synth]
top_area_cell = "ha_1"
syn_inst = 454
yosys_warnings = 1
synth-edff-count = 0
synth_area_mm2 = 0.00346
syn_area_per_cell_um2 = 7.62
ys_seq_share_pct = 11.0
synth_top_area_share_pct = 17.7
synthDistinctLibCells = 74
yosysCellCount = 454
synthFlopType = "dfxtp_1"
synth.area.top_cells = "ha_1 18%, dfxtp_1 11%, a21oi_1 5.9%, mux4_2 5.9%, inv_1 5.6%"
ys.flops = 19
ys_chip_area_mm2 = 0.00346
async_flop_share_pct = 0

[final_layout]
layout_top_cells = "54 x clkdlybuf4s50_1, 52 x inv_1, 49 x ha_1, 41 x a21oi_1, 37 x nor2_1"
area_growth_pct = 20.0
final_common_cell = "clkdlybuf4s50_1"
drive_above_1_share_pct = 7.96

[global_route]
antenna_found_initial = 0
overflow = 0
grt_use_total_pct = 20.1
grt_start_max_net_pins = 37
first_global_vias = 3284
grt_pass1_wl_mm = 17.9

[route]
first_pass_iters = 5
avgViaCountPerCell = 5.46
routedWlPerCell_um = 18.0
drt_iter0_drc = 188
wl_mm = 11.3
vias = 3440
ant_nets = 0
post-route-drc-count = 0
n_antenna_cell = 0

[worst_hold_path]
worstHoldStart = "opcode[2]"
hold_path_class = "primary input to register"

[run_status]
outcome = "finished, final reports clean"
flip-flops by register name, indices dropped and copies added, names as in the netlist:
| signal | cells |
|---|---|
| overflow | 1 |
| zero | 1 |
| result | 16 |
| carryout | 1 |
synthesized netlist by cell type, types with 6 or more instances:
library cell  number
a21oi_1           41
clkbuf_1          13
dfxtp_1           19
ha_1              49
inv_1             52
mux4_2             9
nand2_1           31
nand3_1            9
nand4_1            8
nor2_1            37
nor3_1            12
nor4_1            11
o211ai_1           7
o21ai_0           15
o21bai_1           6
o31ai_1            6
xnor2_1           21
path summary, 6_finish.rpt:
| kind | end | slack [ns] | cells past startpoint |
|---|---|---|---|
| setup / recovery | zero$_DFF_P_ | 9.24 | 10 |
| hold / removal | result[12]$_DFF_P_ | 3.60 | 3 |
power groups by stage:
| stage | sequential (mW) | clock (mW) | combinational [mW] |
|---|---|---|---|
| 6_report | 0.0595 | 0.0596 | 0.151 |
| 5_1_grt | 0.0603 | 0.0624 | 0.166 |
| 4_1_cts | 0.0597 | 0.0616 | 0.150 |
layer usage:
layer	routed length, um	vias up	GRT usage, %
li1	-	1700	-
met1	5290	1602	29.3
met2	5170	120	31.7
met3	617	18	2.84
met4	258	0	4.29
met5	0	-	0
critical path: stages:
cell	delay, ns
clkdlybuf4s50_1	0.61
inv_1	0.08
ha_1	0.50
inv_1	0.16
o41ai_1	0.71
o41ai_2	0.18
mux2_4	0.34
nor4_2	0.32
a41oi_1	0.16
o21ai_1	0.12
kinds of logic after synthesis:
kind of cell / after synthesis / share of synthesized area, %
simple gates: 136 / 20.0
compound gates: 125 / 25.3
buf+inv: 81 / 9.70
fa+ha+maj: 51 / 18.9
xor+xnor: 23 / 6.04
mux: 19 / 9.04
flops: 19 / 11.0
layout make-up:
cell class | count | area [um^2]
clock buffers | 3 | 75.1
clock inverters | 1 | 5.00
fillers | 1146 | 6880
inverters | 56 | 210
multi-input cells | 354 | 2740
flip-flops and latches | 19 | 380
well taps | 140 | 175
repair buffers | 57 | 563
through the flow:
step           power (mW)  cell area (um^2)  hold slack [ns]  std cells  utilization (%)
2_1_floorplan       0.157              3460             3.26        454                -
3_3_place_gp        0.210              4070             3.72        626             36.9
3_5_place_dp        0.210              4070             3.72        626             36.9
4_1_cts             0.271              4150             3.59        630             37.6
5_1_grt             0.288              4150             3.62        630             37.6
6_report            0.270              4150             3.60        630             37.6
Power and IR drop assume default switching activity.
